<file path="flow/config.mk">
export PLATFORM = sky130hd
export DESIGN_NAME = ByteStreamToBitStream
export DESIGN_NICKNAME = ByteStreamToBitStream
export VERILOG_FILES = /design/flow/design.v
export SDC_FILE = /design/flow/constraint.sdc
export NUM_CORES = 4
export LEC_CHECK = 1
export CORE_AREA = 10 10 70 70
export DIE_AREA = 0 0 80 80
</file>
<file path="flow/run.sh">
#!/bin/bash
# OpenROAD 26Q1-2900-gdf79404cd8, Yosys 0.63+post, stock flow scripts
make -C /OpenROAD-flow-scripts/flow DESIGN_CONFIG=/design/flow/config.mk WORK_HOME=/design/flow/orfs finish
</file>
<file path="flow/constraint.sdc">
current_design ByteStreamToBitStream

set clk_period 2.7
set clk_io_pct 0.2

create_clock -name clk0 -period $clk_period [get_ports {clock}]

set non_clock_inputs [all_inputs -no_clocks]
set_input_delay [expr $clk_period * $clk_io_pct] -clock clk0 $non_clock_inputs
set_output_delay [expr $clk_period * $clk_io_pct] -clock clk0 [all_outputs]
</file>
<file path="flow/design.v">
module ByteStreamToBitStream(  
  input        clock,  
  input        reset,  
  output       io_data_in_ready,  
  input        io_data_in_valid,  
  input  [7:0] io_data_in_bits,  
  input        io_data_out_ready,  
  output       io_data_out_valid,  
  output [7:0] io_data_out_bits  
);
  reg [3:0] sel;  
  reg [31:0] _RAND_0;
  wire  _T_26;  
  wire  _T_28;  
  wire  _T_31;  
  wire  _T_33;  
  wire [4:0] _T_36;  
  wire [3:0] _T_37;  
  wire [3:0] _GEN_0;  
  wire  _T_40;  
  wire [3:0] _GEN_1;  
  wire [3:0] _GEN_2;  
  reg [7:0] data_reg;  
  reg [31:0] _RAND_1;
  wire [4:0] _T_47;  
  wire [4:0] _T_48;  
  wire [3:0] _T_49;  
  wire [7:0] _T_50;  
  wire  _T_51;  
  assign _T_26 = sel == 4'h0;  
  assign _T_28 = sel != 4'h0;  
  assign _T_31 = _T_28 & io_data_out_ready;  
  assign _T_33 = sel == 4'h8;  
  assign _T_36 = sel + 4'h1;  
  assign _T_37 = sel + 4'h1;  
  assign _GEN_0 = _T_33 ? 4'h0 : _T_37;  
  assign _T_40 = _T_26 & io_data_in_valid;  
  assign _GEN_1 = _T_40 ? 4'h1 : sel;  
  assign _GEN_2 = _T_31 ? _GEN_0 : _GEN_1;  
  assign _T_47 = sel - 4'h1;  
  assign _T_48 = $unsigned(_T_47);  
  assign _T_49 = _T_48[3:0];  
  assign _T_50 = data_reg >> _T_49;  
  assign _T_51 = _T_50[0];  
  assign io_data_in_ready = sel == 4'h0;  
  assign io_data_out_valid = sel != 4'h0;  
  assign io_data_out_bits = {{7'd0}, _T_51};  
  always @(posedge clock) begin
    if (reset) begin
      sel <= 4'h0;
    end else begin
      if (_T_31) begin
        if (_T_33) begin
          sel <= 4'h0;
        end else begin
          sel <= _T_37;
        end
      end else begin
        if (_T_40) begin
          sel <= 4'h1;
        end
      end
    end
    if (_T_40) begin
      data_reg <= io_data_in_bits;
    end
  end
endmodule
</file>
==> datasheet_impl.txt <==
Summary of implementation characteristics

Parameter                              Value

Critical path
  Crit path arrival time    1.84 ns
  Total buffers and inverters traversed by the critical path    3
  Highest-delay cell along the critical path    clkdlybuf4s50_1
  Endpoint of the most critical register-to-register path    data_reg[6]
  Cells on worst reg2reg path    5
  Critical path capture point    io_data_out_valid
  Cell breakdown of the critical path    inv_2 > ha_1 > nor3b_1 > inv_1 > clkdlybuf4s50_1
  Register-to-Register Setup Slack    0.94 ns
  CP Data Required Time    2.16 ns
  Critical path fanouts, max    4
  Worst path depth    5
  Reg2Reg Launch Point    sel[1]
  Critical Path End Type    output pin
  Launch point of the worst path    sel[1]
  Element type at the critical path start    register
  Type of the worst setup path    register to output pin
  Largest delay share family, worst path    buffers and inverters
  Largest stage delay on the critical path    0.43 ns

Timing
  Ratio of final minimum period to clock period    0.883
  Max-slew violation count    0
  Count of endpoints failing setup in the final report    0
  RSZ-0062 raised after global routing    false
  Max Clk Rate    between 400 and 500 MHz
  TNS Setup    0 ns
  Post-route worst hold slack    0.517 ns
  Tmin final    2.38 ns
  Worst Slack Setup Final    0.316 ns
  Worst Clk Skew    0.00333 ns
  Final hold viol count    0

Clock network
  Number of clock sinks    12
  CTS tree    built
  Worst-skew pair later-pin latency    0.27 ns
  Buffer depth of the longest clock path    2
  Num CTS Buffers    3
  Hold_buf cts    0
  H-tree Lvls    1
  Clock edge transition at the registers on the reported setup and hold paths    0.07 ns
  Root cell of the clock tree    clkbuf_4

Layout
  Area growth, synth to finish    35.0%
  Finished layout cell area    between 900 and 1000 um^2
  Share of layout cells above drive strength 1    0.225
  Number of flip-flops under the largest register name    8
  Layout Cells excl Fill    126

Floorplanning
  Die Wd    80 um
  FP Core Util    0.196
  Core Region    3420 um^2
  Row Count    21
  Top Ports    22
  Die Y-Extent    about 80 um
  Die Area    6400 um^2

Yosys
  Top cells by area in the synthesized netlist    edfxtp_1, dfxtp_1, buf_4
  Cell variety after synth    25
  Cell count after synthesis    ~62
  Cell count listed in synth_stat.txt    62
  Mean instance size in the synthesized netlist    between 10 and 15 um^2
  Seq cells post-synth    12
  Cell taking the most area after synthesis    edfxtp_1
  Sequential area share after synthesis    0.479
  Synth Cell Area    669 um^2
  Area figure in the yosys stat output    roughly 670 um^2
  Synth warnings    1
  Top-area cell type share of the netlist area    0.359

Routing
  Detailed Route Iter0 Violations    25
  Wire per inst    11.2 um
  Total vias in the final route    about 490
  Detailed Routing Iterations Pass 1    4
  Number of inserted diodes    0
  ANT nets after route    0
  Total length of routed wires    1.41 mm
  DRC violations left    0
  Per-cell via count in the routed design    3.88

Run status
  Outcome    finished, final reports clean

Pwr
  Largest vdd supply drop    approximately 310 uV
  Power density over the cells    486 nW/um^2
  Standby leakage power    0.346 nW

Placed design
  Minimum setup slack after placement    0.164 ns
  Weighted congestion at the end of routability-driven global placement    0.778
  IO Port Bufs    14
  Cell count after placement    119
  Instance area at placement    around 820 um^2
  Post-detailed-placement half-perimeter wirelength    1.08 mm

Flow run
  Number of max-capacitance violations reported    0
  Number of warnings the tools reported    27

Hold path
  Worst min-delay path startpoint    sel[1]
  Classification of the worst-slack hold path    register to register

Global routing
  Wire length of the first global-routing pass    2.35 mm
  Vias in the first global route    526
  Overflow after GRT    0
  Pin count of the biggest net entering global routing    11
  Number of antenna violations at the first check in global routing    0
  Overall Global Routing Usage    0.0445
[power breakdown]
| group | internal (mW) | leakage (nW) | total, mW | switching (mW) |
|---|---|---|---|---|
| Sequential | 0.210 | 0.110 | 0.215 | 0.00437 |
| Clock | 0.0571 | 0.0150 | 0.115 | 0.0582 |
| Combinational | 0.0640 | 0.221 | 0.109 | 0.0447 |
| Total | 0.331 | 0.346 | 0.439 | 0.107 |
[through the flow]
step / utilization / power (mW)
after global routing: 0.264 / 0.469
after CTS: 0.253 / 0.430
after global placement: 0.240 / 0.308
after detailed placement: 0.240 / 0.310
final: 0.264 / 0.439
after floorplan: - / 0.277
[logic make-up after synthesis]
logic type | share of synthesized area
compound gates | 0.0748
fa+ha+maj | 0.0561
buf+inv | 0.142
flops | 0.479
mux | 0.0729
other cells | 0.00560
simple gates | 0.170
[cell usage in the layout (no fill, tap or decap), types with 3 or more instances in the layout]
cell type | netlist | layout
inv_1 | 5 | 3
edfxtp_1 | 8 | 8
clkdlybuf4s50_1 | 0 | 13
clkbuf_4 | 0 | 3
o21ai_0 | 3 | 3
a21oi_1 | 4 | 4
nand3_1 | 5 | 5
buf_4 | 8 | 3
conb_1 | 1 | 7
nand2_1 | 5 | 5
[cell usage after synthesis]
master,n
a21oi_1,4
a31oi_1,1
a41oi_1,1
and4_2,1
buf_2,1
buf_4,8
buf_6,1
conb_1,1
dfxtp_1,4
edfxtp_1,8
ha_1,3
inv_1,5
mux4_1,1
mux4_2,1
nand2_1,5
nand2b_1,1
nand3_1,5
nand3b_1,1
nor2_1,2
nor3_1,1
nor3b_1,1
nor4bb_1,1
o21ai_0,3
or2_2,1
or4b_1,1
[worst register-to-register path, stage by stage (launching register included)]
cell	delay, ns
dfxtp_4	0.35
inv_2	0.08
ha_1	0.20
nor3b_1	0.37
nand2_1	0.16
inv_1	0.28
[how the worst min path moves through the flow]
| stage | end | cells past startpoint | slack (ns) |
|---|---|---|---|
| global route | sel[1] | 2 | 0.54 |
| finish | sel[1] | 2 | 0.52 |
| CTS | sel[1] | 2 | 0.53 |
[cell type report]
cell class	instances	area [um^2]
sequential	12	325
inverter	5	18.8
tap	46	57.6
multi-input combinational	41	299
timing repair buffer	18	176
clock buffer	4	26.3
fill	370	2510
[what timing repair did]
action,CTS,global route
resized,3,8
setup buffers,0,3
pin swaps,0,2
endpoints found under the setup margin,1,1
[metal layers]
metal | share of wire | vias up | global-route usage | wire length (um)
met5 | 0 | - | 0 | 0
met2 | 0.46 | 15 | 0.0722 | 654
met4 | 0.0085 | 0 | 0.00528 | 12
li1 | - | 243 | - | -
met3 | 0.079 | 2 | 0.0239 | 112
met1 | 0.45 | 229 | 0.0525 | 630
Power and IR drop assume default switching activity.
