==> ./design.v <==
module axi4_activity_led #(
  parameter PULSE_LEN_CYCLES = 25_000_000
)(
  input clk,
  input reset_n,
  input slot0_axi_arvalid,
  input slot0_axi_arready,
  input slot0_axi_awvalid,
  input slot0_axi_awready,
  input slot1_axi_arvalid,
  input slot1_axi_arready,
  input slot1_axi_awvalid,
  input slot1_axi_awready,
  input slot2_axi_arvalid,
  input slot2_axi_arready,
  input slot2_axi_awvalid,
  input slot2_axi_awready,
  output LED
);
  wire act =
    (slot0_axi_arvalid && slot0_axi_arready) ||
    (slot0_axi_awvalid && slot0_axi_awready) ||
    (slot1_axi_arvalid && slot1_axi_arready) ||
    (slot1_axi_awvalid && slot1_axi_awready) ||
    (slot2_axi_arvalid && slot2_axi_arready) ||
    (slot2_axi_awvalid && slot2_axi_awready) ;
  localparam CNTR_W = $clog2(PULSE_LEN_CYCLES)+1;
  logic [CNTR_W-1:0] cntr;
  enum int unsigned {
    S_IDLE,
    S_PULSE
  } state;
  always_ff @(posedge clk) begin: proc_state
    if (!reset_n) begin
      state <= S_IDLE;
    end else begin
      case (state)
        S_IDLE:  if (act)                        state <= S_PULSE;
        S_PULSE: if (cntr >= PULSE_LEN_CYCLES-1) state <= S_IDLE;
        default:                                 state <= S_IDLE;
      endcase
    end
  end
  always_ff @(posedge clk) begin: proc_cntr
    if (!reset_n) begin
      cntr <= 0;
    end else begin
      if (act) begin
        cntr <= 0;
      end else if (state == S_PULSE) begin
        cntr <= cntr + 1;
      end
    end
  end
  assign LED = state == S_PULSE;
endmodule
==> ./run.sh <==
#!/bin/bash
# OpenROAD 26Q1-2900-gdf79404cd8, Yosys 0.63+post, stock flow scripts
make -C /OpenROAD-flow-scripts/flow DESIGN_CONFIG=/design/flow/config.mk WORK_HOME=/design/flow/orfs finish
==> ./config.mk <==
export PLATFORM = sky130hd
export DESIGN_NAME = axi4_activity_led
export DESIGN_NICKNAME = axi4_activity_led
export VERILOG_FILES = /design/flow/design.v
export SDC_FILE = /design/flow/constraint.sdc
export NUM_CORES = 4
export LEC_CHECK = 1
export CORE_AREA = 10 10 92 92
export DIE_AREA = 0 0 102 102
==> ./constraint.sdc <==
current_design axi4_activity_led

set clk_period 3.3
set clk_io_pct 0.2

create_clock -name clk0 -period $clk_period [get_ports {clk}]

set non_clock_inputs [all_inputs -no_clocks]
set_input_delay [expr $clk_period * $clk_io_pct] -clock clk0 $non_clock_inputs
set_output_delay [expr $clk_period * $clk_io_pct] -clock clk0 [all_outputs]
==> run_results.csv <==
group,metric,value,unit
synth,avgSynthCellArea,8.552,um^2
power_and_ir_drop,seqPwrFrac,58.5,%
timing,slew_violations,0,
power_and_ir_drop,p_leak,0.4673,nW
clock_network,cts.sinks,28,
power_and_ir_drop,power.share.clock,35.4,%
clock_network,clock_latency,270,ps
setup_path,cp-start-kind,"flop",
synth,yosysWarnings,1,
layout,comb_area,789.5,um^2
place,gp_congestion,0.7875,
synth,synth_cell_types,34,
setup_path,worstSetupEndpointType,"flop",
place,dp_hpwl,2074,um
global_routing,grt_pass1_wl,5195,um
detailed_routing,avgViaCountPerCell,4.901,
synth,synth_area_leader_cell,"dfxtp_1",
synth,top_cell,"dfxtp_1",
synth,synth_flop_count,28,
status,status,"finished clean",
layout,drive_gt1_share,3.977,%
clock_network,htreeDepth,1,
synth,common_cells,"dfxtp_1 (28), nand2_1 (14), a21oi_1 (12)",
synth,synth_cells,164,
floorplanning,ios,15,
clock_network,root_buffer,"clkbuf_8",
floorplanning,fp_util,21.72,%
detailed_routing,ant_nets,0,
timing,period_minus_slack,2335,ps
floorplanning,dieWidth,102,um
setup_path,cp_max_fo,18,
setup_path,cp_slowest_cell,"or4_1",
power_and_ir_drop,switching_share,20.39,%
timing,finalClockPeriodUsage,70.76,%
timing,final.setup.tns,0,ps
setup_path,critPathTopFamily,"simple AND/OR/NAND/NOR gates",
power_and_ir_drop,peakVddDrop,0.2516,mV
synth,area_leaders,"dfxtp_1 (40%), a21oi_1 (4.3%), nand2_1 (3.7%), o31ai_1 (3.7%), or4_1 (3.7%)",
setup_path,critPathLaunch,"state[1]",
global_routing,grt_pass1_vias,1071,
synth,netlist_area,1403,um^2
synth,synthArstFlopShare,0,%
synth,ys_area,1403,um^2
global_routing,grtUsageTotal,5.840,%
power_and_ir_drop,power_density,354.9,nW/um^2
timing,finalSetupViolCount,0,
timing,worstMarginPinSlew,632.1,ps
floorplanning,coreArea,6459,um^2
floorplanning,die_h,102,um
global_routing,antenna_found_initial,0,
clock_network,postCtsHoldBufs,0,
setup_path,rr_startpoint,"state[1]",
timing,rsz0062_at_grt,"no",
timing,fmax,428.3,MHz
clock_network,cts_resized,0,
global_routing,grt-ovfl-total,0,
place,port_buffers,14,
clock_network,cts_setup_buffers,0,
timing,finalHoldViolCount,0,
run,warnings,25,
hold_path,hp-class,"reg -> reg",
setup_path,cpPeakStageDelay,690,ps
setup_path,worstPathCellList,"and4_1 -> nand4_1 -> or4_1 -> a21oi_1",
power_and_ir_drop,comb_power_share,6.1,%
setup_path,path_class,"reg -> reg",
run,cap_violations,0,
global_routing,grt_max_degree,19,
power_and_ir_drop,finalPower,0.5907,mW
synth,top_area_share,39.96,%
detailed_routing,drc,0,
synth,ys_cells,164,
clock_network,cts_made_buffers,3,
layout,ff_latch_area,560.5,um^2
synth,edf_count,0,
hold_path,holdCritStartpoint,"cntr[21]",
clock_network,cts.clk_slew.worst_paths,90,ps
layout,nFillCells,685,
power_and_ir_drop,switchingPower,0.1205,mW
detailed_routing,vias,1240,
timing,maxSlewHeadroom,57.74,%
setup_path,arrival,2530,ps
detailed_routing,routed_wl,2922,um
timing,finalClockSkew,1.740,ps
detailed_routing,drtIter0Drc,77,
floorplanning,core.rowCount,29,
detailed_routing,avgRoutedWirePerCell,11.55,um
clock_network,clockBufferDepth,2,
detailed_routing,first_pass_iters,4,
detailed_routing,diodes,0,
setup_path,cp.buffers_inverters,0,
floorplanning,die-area,10400,um^2
synth,ys_seq_share,39.96,%
synth,ff_type,"dfxtp_1",
layout,area_delta_synth_final,18.64,%
power_and_ir_drop,p_int,0.4702,mW
setup_path,worst_ep_required_time,3500,ps
clock_network,cts_tree,"built",
-- final timing paths --
| check | end | slack, ps | depth (start not counted) |
|---|---|---|---|
| min reg2reg | cntr[21] | 490 | 2 |
| max reg2reg | cntr[19] | 960 | 4 |
| max | cntr[19] | 960 | 4 |
| min | cntr[21] | 490 | 2 |
-- stage by stage --
stage / cells / hold slack (ps) / cell area (um^2) / setup WS [ps] / utilization (%)
3_5_place_dp: 249 / 479.2 / 1609 / 924.2 / 24.91
6_report: 253 / 489.1 / 1664 / 965.0 / 25.77
5_1_grt: 253 / 516.5 / 1664 / 737.5 / 25.77
2_1_floorplan: 164 / 446.6 / 1403 / 1495 / -
3_3_place_gp: 249 / 472.4 / 1609 / 938.9 / 24.91
4_1_cts: 253 / 493.7 / 1664 / 969.5 / 25.77
-- layout by cell type, fill, tap and decap left out, types with 2 or more instances in the layout --
master           instances
or4_1                    7
and3_1                   4
a22oi_1                  3
nand2_1                 14
and2_1                   2
clkbuf_8                 4
a21oi_1                 12
o21ai_0                  6
xnor2_1                  5
and4_1                   5
nor2_1                  11
o31ai_1                  7
dfxtp_1                 28
nand4_1                  7
mux2i_1                  2
o311ai_0                 2
nand2b_1                 2
or3_1                    5
nand3_1                 10
nor4_1                   4
xor2_1                   5
clkdlybuf4s50_1         14
inv_1                    4
o41ai_1                  3
-- area by class of cell --
class	instances	area share (%)
sequential	28	33.68
tap	77	5.789
clock buffer	4	3.308
timing repair buffer	15	8.872
multi-input combinational	125	47.44
inverter	4	0.9023
-- kinds of logic (layout without fill, tap and decap cells) --
kind of cell | after synthesis | after routing | share of synthesized area (%)
xor+xnor | 10 | 10 | 6.244
mux | 2 | 2 | 1.427
fa+ha+maj | 1 | 1 | 0.8919
compound gates | 37 | 37 | 17.04
flops | 28 | 28 | 39.96
simple gates | 75 | 75 | 30.69
buf+inv | 11 | 23 | 3.747
-- worst min-delay path: cells and delay by family (launching register included) --
| family | cells | cell delay, ps |
|---|---|---|
| AND-OR/OR-AND | 2 | 110 |
| flip-flops | 1 | 330 |
-- metal layers --
layer	wire length, um	global-route usage, %	share of wire, %
met1	1488	8.799	51
met2	1289	8.691	44
met3	114	1.227	3.9
met4	29	0.6508	0.99
met5	0	0	0
-- sequential cells by signal, summed over array words and instances (netlist names) --
| signal | count |
|---|---|
| state | 2 |
| cntr | 26 |
-- power groups by stage --
stage / registers (mW) / logic [mW] / clock network (mW)
finish: 0.346 / 0.0360 / 0.209
global route: 0.347 / 0.0395 / 0.232
CTS: 0.346 / 0.0365 / 0.219
Power and IR drop assume default switching activity.
